==> ./design.v <==
`timescale 1ns/1ns
typedef logic signed [$clog2(1024):0] lit_t;
typedef lit_t [3-1:0] cla_t;
typedef logic signed [$clog2(512):0] lit_t;
typedef lit_t [3-1:0] cla_t;
typedef enum logic [1:0] {
	UCARB_IDLE  = 2'b00,
	UCARB_READY = 2'b01,
	UCARB_PROC  = 2'b10,
    UCARB_DONE  = 2'b11
} uc_arb_t;
typedef logic [$clog2(2048)-1:0] ptr_t;
typedef struct packed {
    cla_t cla;
    ptr_t [3-1:0] ptr;
} node_t;
typedef logic [$clog2(2048):0] dummy_entry_t;  
typedef dummy_entry_t [2*512:0] dummy_ptr_t;
typedef enum logic [1:0] { 
    UNDEFINED = 2'b00,
    TRUE      = 2'b01,
    FALSE     = 2'b10,
    CONFLICT  = 2'b11
} lit_state_t;
typedef lit_state_t [512-1:0] lit_table_t;
typedef enum logic [1:0] {
    BCP_IDLE  = 2'b00,
    BCP_PROC  = 2'b01
} bcp_state_t;
`timescale 1ns/1ns
module queue #(
    parameter DATA_LEN = 512,
    parameter QUEUE_SIZE = 4
)(
    input  logic clk,
    input  logic rst,
    input  logic push,
    input  logic pop,
    input  logic signed [$clog2(DATA_LEN)-1:0] data,
    output logic empty,
    output logic full,
    output logic signed [$clog2(DATA_LEN)-1:0] qout
);
logic [QUEUE_SIZE-1:0][$clog2(512):0] entry_r;
logic [QUEUE_SIZE-1:0][$clog2(512):0] entry_w;
logic [$clog2(QUEUE_SIZE):0] head_r;
logic [$clog2(QUEUE_SIZE):0] head_w;
logic [$clog2(QUEUE_SIZE):0] tail_r;
logic [$clog2(QUEUE_SIZE):0] tail_w;
logic [$clog2(DATA_LEN)-1:0] qout_r;
logic [$clog2(DATA_LEN)-1:0] qout_w;
assign qout = qout_w;
always_comb begin
    for(int i=0; i<QUEUE_SIZE; i++) begin
        entry_w[i] = entry_r[i];
    end
    tail_w = tail_r;
    head_w = head_r;
    if(tail_r[$clog2(QUEUE_SIZE)] != head_r[$clog2(QUEUE_SIZE)]) begin
        if (tail_r[$clog2(QUEUE_SIZE)-1:0] == head_r[$clog2(QUEUE_SIZE)-1:0]) begin
            full = 'b1;
        end
        else begin
            full = 'b0;
        end
    end
    else begin
        full = 'b0;
    end
    empty = tail_r == head_r;
    qout_w = qout_r;
    case({push, pop})
        'b10: begin
            if (!full) begin
                entry_w[tail_r[$clog2(QUEUE_SIZE)-1:0]] = data;
                tail_w = tail_r+'b1;
            end
        end
        'b01: begin
            if (!empty) begin
                qout_w = entry_r[head_r[$clog2(QUEUE_SIZE)-1:0]];
                head_w = head_r+'b1;
            end
        end
        'b11: begin
            if(!empty) begin
                qout_w = entry_r[head_r[$clog2(QUEUE_SIZE)-1:0]];
                head_w = head_r+'b1;
            end
            entry_w[tail_r[$clog2(QUEUE_SIZE)-1:0]] = data;
            tail_w = tail_r+'b1;
        end
        default: begin
        end
    endcase
end
always_ff @(posedge clk) begin
    if (rst) begin
        for(int i=0; i<QUEUE_SIZE; i++) begin
            entry_r[i] <= 0;
        end
        qout_r     <= 'b0;
        tail_r     <= 'b0;
        head_r     <= 'b0;
    end
    else begin
        for(int i=0; i<QUEUE_SIZE; i++) begin
            entry_r[i] <= entry_w[i];
        end
        qout_r     <= qout_w;
        tail_r     <= tail_w;
        head_r     <= head_w;
    end
end
endmodule
module uc_arbiter_mstack (
    input  logic clk,
    input  logic rst_n,
    input  logic uca2mstack_push,
    input  lit_t uca2mstack_lit,
    output logic mstack2uca_empty,
    output logic mstack2uca_full,
    input  logic                   mstack_pop,
    output lit_t                   mstack2ucq_lit
);
queue #(
    .DATA_LEN(512*2),
    .QUEUE_SIZE(16)
) mstack(
    .clk(clk),
    .rst(rst_n),
    .push(uca2mstack_push),
    .pop(mstack_pop),
    .data(uca2mstack_lit),
    .empty(mstack2uca_empty),
    .full(mstack2uca_full),
    .qout(mstack2ucq_lit)
);
endmodule
==> ./run.sh <==
#!/bin/bash
# OpenROAD 26Q1-2900-gdf79404cd8, Yosys 0.63+post, stock flow scripts
make -C /OpenROAD-flow-scripts/flow DESIGN_CONFIG=/design/flow/config.mk WORK_HOME=/design/flow/orfs finish
==> ./config.mk <==
export PLATFORM = sky130hd
export DESIGN_NAME = uc_arbiter_mstack
export DESIGN_NICKNAME = uc_arbiter_mstack
export VERILOG_FILES = /design/flow/design.v
export SDC_FILE = /design/flow/constraint.sdc
export NUM_CORES = 4
export LEC_CHECK = 1
export CORE_UTILIZATION = 40
==> ./constraint.sdc <==
current_design uc_arbiter_mstack

set clk_period 11.3
set clk_io_pct 0.2

create_clock -name clk0 -period $clk_period [get_ports {clk}]

set non_clock_inputs [all_inputs -no_clocks]
set_input_delay [expr $clk_period * $clk_io_pct] -clock clk0 $non_clock_inputs
set_output_delay [expr $clk_period * $clk_io_pct] -clock clk0 [all_outputs]
==> Changelog: implementation <==
### Implementation results

* Outcome: complete, no violations
* Post-synth area hogs: dfxtp_1 42%, mux2i_1 20%, nand2b_1 9.5%
* Number of cells in Yosys stat at approximately 810
* Area share, top type at 0.416
* Clock power frac at 0.435
* Logic family by area: multiplexers
* Tool warning count at 28
* Post-Synthesis Cells at between 800 and 900
* Ao+oa area frac at 0.0421
* Buf/Inv on CP at 3
* Core ar. at around 0.021 mm2
* CTS root buffer: clkbuf_16
* Sequential fraction of the synthesis area at 0.416
* Die X at roughly 150 um
* Die height at between 100 and 150 um
* Average size of a mapped cell at ~11 um2
* # Max-Cap Violations at 0
* PortBufs at 25
* Yosys reg bits at between 150 and 200
* CTS tree: done
* Worst Setup Slack, final at approximately 4.9 ns
* Initial antenna violation count at 0
* FMAX at 156 MHz
* HP Class: reg2reg
* CTS sink count at 180
* Total track usage at 0.205
* PD cells at ~150 mW/mm2
* CP delay by family, top: buffers and inverters
* Grt ovf at 0
* Post-synthesis xor/xnor area fraction at 0.0130
* Vias in the first global route at between 5,000 and 6,000
* I/O pin count at 26
* DR iter-0 viols at about 300
* Crit Path Max Fanout at 12
* Rows at roughly 53
* CTS clock-pin slew for the worst setup and hold paths at ~0.07 ns
* Mux cell area share at 0.303
* Routed wire length at 20,900 um
* DR vias at 5,739
* Synth unique cells at roughly 43
* Yosys Chip Area at between 0.008 and 0.009 mm2
* Hold slack at approximately 0.47 ns
* Hold buffer count at cts at 0
* Worst Path Arrival at 4.14 ns
* Cell Area, Synth at between 0.008 and 0.009 mm2
* Period utilization at 0.566
* RSZ-0062 raised after global routing: false
* Min Tclk post-route at 6.40 ns
* Largest net degree at the start of global routing at roughly 70
* Pins Over Slew Limit at 0
* Clock Skew at ~0.0077 ns
* Setup crit end kind: primary output
* P_sw at ~0.00036 W
* DRC Markers at 0
* Leakage at 4.08 nW
* Setup bufs post-CTS at 0
* Antenna-violating nets left at 0
* H-tree levels at 4
* Die Size at about 0.022 mm2
* Post-CTS sizing at 0
* First-pass GRT wire length at 33,200 um
* Final core utilization at 0.461
* Floorplan Utilization at 0.410
* Crit path DRT at about 9.0 ns
* Layout cell share with drive strength beyond 1 at 0.145
* Hold Fails Final Rpt at 0
* Gate power share at 0.114
* Critical Path Slowest Stage Cell: clkdlybuf4s50_1
* DP Worst Slack at slightly below 5 ns
* Setup TNS at 0 ns
* GPL Wtd Cong at approximately 0.8
* And+or+nand+nor area frac at 0.167
* DRT Pass-1 Iters at 5
* Adder share at 0.0153
* Pint at about 0.0011 W
* Slew headroom at 0.307
* Worst path cell trace: clkdlybuf4s50_1 > a21boi_1 > buf_4 > nor2_1 > nor2_1 > clkdlybuf4s50_1
* Layout area overhead at 12.3%
* Startpoint Class: input port
* Post-DP HPWL at about 13,000 um
* Crit Path Category: in2out
* ANT cells at 0
* Routed len/inst at ~19 um
* Worst slew pin tran at about 1.0 ns
* Yosys warning count at 1
* Setup violators final at 0
* Drt via density at ~5.2
* Insertion delay at the late pin of the worst-skew pair at around 0.42 ns
* Sequential power share at 0.451
* Pwr Total at ~0.0015 W
* Synth area leader: dfxtp_1
* VDD IR max at 88.5 uV
* Longest Clk Path Bufs at 2
* Sw Ratio at 0.247
* Worst path max stage delay at approximately 0.66 ns
* # fillers at ~1,900
* TritonCTS buffer count at 17
-- path summary, 6_finish.rpt --
| check | start | end | slack [ns] | cells after the start |
|---|---|---|---|---|
| worst max-delay path | mstack_pop | mstack2ucq_lit[0] | 4.90 | 6 |
| worst min-delay path | mstack.entry_r[120] | mstack.entry_r[120] | 0.47 | 2 |
| worst max register to register | mstack.tail_r[3] | mstack.entry_r[6] | 7.61 | 9 |
| worst min register to register | mstack.entry_r[120] | mstack.entry_r[120] | 0.47 | 2 |
-- synthesized netlist by cell type (all sizes together) --
library cell,n
dfxtp,180
mux2i,171
nand2b,132
nor2,82
buf,33
clkbuf,33
mux4,30
mux2,21
o22ai,20
nand4,13
nor3,11
o21ai,11
a21oi,10
ha,9
nand2,9
xnor2,9
inv,5
nor2b,4
a21boi,3
and2,3
and3,3
nand3,3
xor2,3
a2111oi,2
a211oi,2
and4,2
o211ai,2
a21o,1
clkinv,1
fa,1
nand4b,1
nor4,1
or2,1
or3,1
-- area by class of cell --
| cell class | count | area, um2 | share of cell area |
|---|---|---|---|
| multi-input combinational | 561 | 4690 | 0.482 |
| clock inverter | 13 | 200 | 0.0206 |
| timing repair buffer | 50 | 435 | 0.0448 |
| inverter | 6 | 22.5 | 0.00232 |
| sequential | 180 | 3610 | 0.371 |
| clock buffer | 18 | 429 | 0.0441 |
| tap | 275 | 344 | 0.0354 |
-- tightest hold or removal path, cell delays in order, from the launching register on --
cell      delay (ns)
dfxtp_1         0.31
nand2b_1        0.06
mux2i_1         0.06
-- power by group through the flow --
stage	clock [W]	sequential, W	combinational (W)
after CTS	0.000646	0.000654	0.000166
after global routing	0.000673	0.000656	0.000180
final	0.000632	0.000655	0.000166
-- per-stage QoR --
step                      std cells  instance area [um2]
after floorplan                 813                 8660
after global placement         1072                 9090
after detailed placement       1072                 9090
after CTS                      1103                 9720
after global routing           1103                 9720
final                          1103                 9720
-- cell families (layout without fill, tap and decap cells) --
group | Yosys count | count (layout)
fa+ha+maj | 10 | 10
buf+inv | 72 | 87
mux | 222 | 222
compound gates | 51 | 51
flops | 180 | 180
simple gates | 266 | 266
xor+xnor | 12 | 12
-- cell usage in the layout, fill, tap and decap left out, types with 4 or more instances in the layout --
cell,netlist,final
nor2_1,81,81
nor3_1,11,11
o22ai_1,20,20
a21oi_1,8,8
dfxtp_1,180,178
bufinv_16,0,4
xnor2_1,8,8
ha_1,9,9
buf_4,16,26
clkbuf_16,0,17
nand2b_1,132,132
inv_1,5,5
nand2_1,9,9
mux2_2,21,21
nor2b_1,4,4
o21ai_0,11,10
mux2i_1,171,171
mux4_2,30,30
nand4_1,13,13
clkdlybuf4s50_1,0,24
-- layer usage --
metal  track usage  wire, um  vias to the layer above
met4        0.0189       203                        0
li1              -         -                     2835
met1         0.322     10100                     2789
met3        0.0456      1230                       10
met2         0.308      9380                      105
met5             0         0                        -
-- state kept, by name, indices dropped and copies added (netlist names) --
name	cells
mstack.head_r	5
mstack.entry_r	160
mstack.tail_r	5
mstack.qout_r	10
Power and IR drop assume default switching activity.
