==> design/flow/design.v <==
`timescale 1ns/1ns
typedef logic signed [$clog2(1024):0] lit_t;
typedef lit_t [3-1:0] cla_t;
typedef logic signed [$clog2(512):0] lit_t;
typedef lit_t [3-1:0] cla_t;
typedef enum logic [1:0] {
	UCARB_IDLE  = 2'b00,
	UCARB_READY = 2'b01,
	UCARB_PROC  = 2'b10,
    UCARB_DONE  = 2'b11
} uc_arb_t;
typedef logic [$clog2(2048)-1:0] ptr_t;
typedef struct packed {
    cla_t cla;
    ptr_t [3-1:0] ptr;
} node_t;
typedef logic [$clog2(2048):0] dummy_entry_t;  
typedef dummy_entry_t [2*512:0] dummy_ptr_t;
typedef enum logic [1:0] { 
    UNDEFINED = 2'b00,
    TRUE      = 2'b01,
    FALSE     = 2'b10,
    CONFLICT  = 2'b11
} lit_state_t;
typedef lit_state_t [512-1:0] lit_table_t;
typedef enum logic [1:0] {
    BCP_IDLE  = 2'b00,
    BCP_PROC  = 2'b01
} bcp_state_t;
`timescale 1ns/1ns
module queue #(
    parameter DATA_LEN = 512,
    parameter QUEUE_SIZE = 4
)(
    input  logic clk,
    input  logic rst,
    input  logic push,
    input  logic pop,
    input  logic signed [$clog2(DATA_LEN)-1:0] data,
    output logic empty,
    output logic full,
    output logic signed [$clog2(DATA_LEN)-1:0] qout
);
logic [QUEUE_SIZE-1:0][$clog2(512):0] entry_r;
logic [QUEUE_SIZE-1:0][$clog2(512):0] entry_w;
logic [$clog2(QUEUE_SIZE):0] head_r;
logic [$clog2(QUEUE_SIZE):0] head_w;
logic [$clog2(QUEUE_SIZE):0] tail_r;
logic [$clog2(QUEUE_SIZE):0] tail_w;
logic [$clog2(DATA_LEN)-1:0] qout_r;
logic [$clog2(DATA_LEN)-1:0] qout_w;
assign qout = qout_w;
always_comb begin
    for(int i=0; i<QUEUE_SIZE; i++) begin
        entry_w[i] = entry_r[i];
    end
    tail_w = tail_r;
    head_w = head_r;
    if(tail_r[$clog2(QUEUE_SIZE)] != head_r[$clog2(QUEUE_SIZE)]) begin
        if (tail_r[$clog2(QUEUE_SIZE)-1:0] == head_r[$clog2(QUEUE_SIZE)-1:0]) begin
            full = 'b1;
        end
        else begin
            full = 'b0;
        end
    end
    else begin
        full = 'b0;
    end
    empty = tail_r == head_r;
    qout_w = qout_r;
    case({push, pop})
        'b10: begin
            if (!full) begin
                entry_w[tail_r[$clog2(QUEUE_SIZE)-1:0]] = data;
                tail_w = tail_r+'b1;
            end
        end
        'b01: begin
            if (!empty) begin
                qout_w = entry_r[head_r[$clog2(QUEUE_SIZE)-1:0]];
                head_w = head_r+'b1;
            end
        end
        'b11: begin
            if(!empty) begin
                qout_w = entry_r[head_r[$clog2(QUEUE_SIZE)-1:0]];
                head_w = head_r+'b1;
            end
            entry_w[tail_r[$clog2(QUEUE_SIZE)-1:0]] = data;
            tail_w = tail_r+'b1;
        end
        default: begin
        end
    endcase
end
always_ff @(posedge clk) begin
    if (rst) begin
        for(int i=0; i<QUEUE_SIZE; i++) begin
            entry_r[i] <= 0;
        end
        qout_r     <= 'b0;
        tail_r     <= 'b0;
        head_r     <= 'b0;
    end
    else begin
        for(int i=0; i<QUEUE_SIZE; i++) begin
            entry_r[i] <= entry_w[i];
        end
        qout_r     <= qout_w;
        tail_r     <= tail_w;
        head_r     <= head_w;
    end
end
endmodule
module uc_arbiter (
    input  logic clk,
    input  logic rst,
    input  logic input_mode,
    input  logic mem2uca_valid,
    input  logic mem2uca_done,
    input  lit_t mem2uca,
    input  logic eng2uca_valid,
    input  logic eng2uca_empty,
    input  lit_t eng2uca_lit,
    input  logic eng2uca_processed,
    input  logic [16-1:0] eng2uca_stall,
    input  logic [16:0]   eng2uca_full,
    output lit_t                   uca2eng_lit,
    output logic                   uca2eng_push,
    output logic [16-1:0] engmask,
    output logic                   conflict,
    output logic                   stall
);
logic [16-1:0] engmask_r;
logic [16-1:0] engmask_w;
uc_arb_t curr_state;
uc_arb_t next_state;
logic empty;
logic full;
logic push;
logic pop;
logic [$clog2(512):0] data;
logic [512-1:0][1:0]    conflict_table_r;
logic [512-1:0][1:0]    conflict_table_w;
logic [$clog2(512):0]   conflict_detect;
logic [$clog2(512)-2:0] uc_idx;
logic                            uc_polarity;
assign engmask = engmask_r;
assign uc_polarity = data[$clog2(512)];
assign uc_idx = uc_polarity? 
    ~data[$clog2(512)-1:0] + 1 : 
    data[$clog2(512)-1:0];
assign stall = (curr_state == UCARB_IDLE && mem2uca_valid == 1'b0);
uc_queue uc_queue (
    .clk(clk),
    .rst(rst),
    .push(push),
    .pop(pop),
    .uca2ucq(data),
    .empty(empty),
    .full(full),
    .ucq2eng(uca2eng_lit)
);
always_comb begin
    pop = 'b0;
    uca2eng_push = 'b0;
    if(&eng2uca_full == 'b0) begin
        if(empty == 'b0) begin
            pop = 'b1;
            uca2eng_push = 'b1;
        end        
    end
end
always_comb begin
    conflict_table_w = conflict_table_r;
    engmask_w  = engmask_r;
    next_state = curr_state;
    data       = eng2uca_lit;
    push       = 'b0;
    conflict   = 'b0;
    case (curr_state)
        UCARB_IDLE: begin
            engmask_w  = 'b0;
            push       = mem2uca_valid ? 'b1 : 'b0;
            data       = mem2uca;
            next_state = mem2uca_done ? UCARB_READY : UCARB_IDLE;
        end
        UCARB_READY: begin
            if (input_mode) begin
                if (eng2uca_valid) begin
                    data = eng2uca_lit;
                    push = 'b1;
                    conflict_table_w[uc_idx][uc_polarity] = 'b1;
                end
                if(|conflict_detect == 'b1) begin
                    next_state = UCARB_DONE;
                end
                else if (&eng2uca_stall && !eng2uca_processed) begin
                    next_state = UCARB_IDLE;
                end
                else begin
                    next_state = UCARB_READY;             
                end
            end
            else begin
                engmask_w = engmask_r == 'b0 ? 'b1 : engmask_r << 1;
                if(|conflict_detect == 'b1) begin
                    next_state = UCARB_DONE;
                end
                else begin
                    next_state = UCARB_PROC;
                end
            end
        end
        UCARB_PROC: begin
            if(eng2uca_empty == 'b1 | engmask_r == 'b0) begin
                next_state = UCARB_READY;
            end
            else begin
                data = eng2uca_lit;
                push = 'b1;
                conflict_table_w[uc_idx][uc_polarity] = 'b1;
                next_state = UCARB_READY;
            end
        end
        UCARB_DONE: begin
            conflict = 'b1;
        end
    endcase
end
always_ff @(posedge clk) begin
    if (rst) begin
        conflict_table_r <= 'b0;
        conflict_detect  <= 'b0;
        engmask_r  <= 'b0;
        curr_state <= UCARB_IDLE;
    end
    else begin
        for (int i=0; i<$clog2(512); i++) begin
            conflict_table_r[i] <= conflict_table_w[i];
            conflict_detect[i]  <= &conflict_table_w[i];
        end   
        engmask_r  <= engmask_w;
        curr_state <= next_state;
    end
end
endmodule
module uc_queue (
    input  logic clk,
    input  logic rst,
    input  logic push,
    input  logic pop,
    input  logic [$clog2(512):0] uca2ucq,
    output logic empty,
    output logic full,
    output logic [$clog2(512):0] ucq2eng
);
queue #(
    .DATA_LEN(512*2),
    .QUEUE_SIZE(16)
) queue (
    .clk(clk),
    .rst(rst),
    .push(push),
    .pop(pop),
    .data(uca2ucq),
    .empty(empty),
    .full(full),
    .qout(ucq2eng)
);
endmodule
==> design/flow/run.sh <==
#!/bin/bash
# OpenROAD 26Q1-2900-gdf79404cd8, Yosys 0.63+post, stock flow scripts
make -C /OpenROAD-flow-scripts/flow DESIGN_CONFIG=/design/flow/config.mk WORK_HOME=/design/flow/orfs finish
==> design/flow/config.mk <==
export PLATFORM = sky130hd
export DESIGN_NAME = uc_arbiter
export DESIGN_NICKNAME = uc_arbiter
export VERILOG_FILES = /design/flow/design.v
export SDC_FILE = /design/flow/constraint.sdc
export NUM_CORES = 4
export LEC_CHECK = 1
export CORE_UTILIZATION = 30
==> design/flow/constraint.sdc <==
current_design uc_arbiter

set clk_period 10.6
set clk_io_pct 0.2

create_clock -name clk0 -period $clk_period [get_ports {clk}]

set non_clock_inputs [all_inputs -no_clocks]
set_input_delay [expr $clk_period * $clk_io_pct] -clock clk0 $non_clock_inputs
set_output_delay [expr $clk_period * $clk_io_pct] -clock clk0 [all_outputs]
==> ci_impl_report.md <==
### Yosys + OpenROAD results

| Metric | Value |
|---|---|
| First-pass GRT wire length | `44.5 mm` |
| Register share after synthesis | `42.2%` |
| Die Footprint | `36600 µm²` |
| Yosys cell count | `1113` |
| Number of port buffers | `89` |
| Proportion of layout cells with a drive suffix above 1 | `14.5%` |
| Vias in the first global route | `8010` |
| Netlist Area Pre-Place | `10800 µm²` |
| Worst-path clk slew | `0.06 ns` |
| Syn Area/Cell | `9.67 µm²` |
| CTS tree | `built` |
| Worst min-delay path class | `flop to flop` |
| Commonest Layout Cell | `dfxtp_1` |
| Dpl hpwl | `18.6 mm` |
| Share of the synthesized area in the top cell type | `42.2%` |
| Post-synth EDFFs | `0` |
| Routed WL | `27.8 mm` |
| Kind of critical path | `primary input to flop` |
| Drt drc | `0` |
| Placed inst area | `12100 µm²` |
| Drt first pass iters | `11` |
| Clock Tree Root | `clkbuf_16` |
| Final hold violations | `0` |
| Worst r2r src | `curr_state[3]$_DFF_P_` |
| Yosys Chip Area | `10800 µm²` |
| # diodes | `0` |
| Setup violators final | `0` |
| DRT iter0 DRCs | `546` |
| HP Start | `conflict_table_r[3]$_SDFF_PP0_` |
| Power Density | `179 nW/µm²` |
| Pins Over Slew Limit | `0` |
| OpenROAD warning count | `30` |
| CTS Sinks | `227` |
| H-tree Lvls | `1` |
| Initial antenna violation count | `0` |
| Netlist cell types | `81` |
| CP Launch Type | `primary input` |
| Main flop type after synthesis | `dfxtp_1` |
| Effective utilization at floorplan | `30.4%` |
| VDD IR max | `132 µV` |
| Reg2Reg Depth | `21` |
| Final ANT Viol Nets | `0` |
| Minimum clock period | `6.40 ns` |
| Design Area, Final | `13000 µm²` |
| Worst setup endpoint | `conflict_detect[4]$_SDFF_PP0_` |
| Worst R2R End | `conflict_detect[4]$_SDFF_PP0_` |
| Std cell rows | `69` |
| All-Layer GR Usage | `15.8%` |
| Worst Path Max Fanout | `18` |
| LEAKAGE | `4.35 nW` |
| Hold-fix buffers, CTS | `0` |
| R2R setup slack | `5.13 ns` |
| Required @ worst endpoint | `11.05 ns` |
| # IOs | `90` |
| TNS Setup | `0 ns` |
| Largest net degree at the start of global routing | `77` |
| Period utilization | `60.4%` |
| Width of the die | `191 µm` |
| Placeable Area | `35400 µm²` |
| DR vias | `8510` |
| Post-CTS setup buffer count | `0` |
| Vias per inst | `5.16` |
| Routed len/inst | `16.8 µm` |
| Clock Skews | `0.0219 ns` |
| Max-capacitance violation count | `0` |
| Area Growth Syn to Fin | `20.5%` |
| Resized Gates After CTS | `0` |
| Syn Inst Count | `1113` |
| Overall power | `2.32 mW` |
| WHS Path Cells | `2` |
| Inserted Clock Buffers | `24` |
| Worst skew pair latency | `0.52 ns` |
| Unrepaired setup endpoints after global routing | `no` |
| Synth area leader | `dfxtp_1` |
| Yosys reg bits | `227` |
| Clock Path Buffers | `3` |
| Outcome | `completed` |
| Async SR Flop Fraction | `0%` |
| Die height | `191 µm` |
| Yosys warns | `2` |
| Top cells by area | `dfxtp_1 42%, a211oi_1 11%, mux4_2 10%` |
| Fmax | `156 MHz` |
| GP Congestion | `0.901` |
| GRT overflow | `0` |
| Worst setup EP type | `flop` |
| Relative slew margins | `43.1%` |
| Critical Path AT | `6.85 ns` |
| Most common logic cells in the final layout | `225 x dfxtp_1, 224 x nor2_1, 162 x a211oi_1` |
| Least-Margin Pin Slew | `0.851 ns` |
| Filler Cells Inserted | `3485` |
| CP startpoint | `eng2uca_lit[0]` |
-- cells in the mapped netlist, types with 2 or more instances --
library cell,instances
dfxtp_1,227
nand4_1,17
ha_1,21
xor2_1,12
o221ai_1,3
buf_6,4
a21o_1,4
inv_1,18
and2_1,12
a41oi_1,2
nor4b_2,2
nand2b_1,2
mux2i_1,13
a21oi_2,5
a31oi_1,10
nor4b_1,2
o31a_1,4
mux2_2,13
nor4_1,6
o21ai_0,5
nand2_1,34
nor2_1,224
buf_1,6
a2111oi_0,2
buf_2,7
nand3b_1,7
clkbuf_1,77
and3_1,14
nand3_1,16
nor3_1,8
or3_1,5
mux4_2,50
and4_1,4
a211oi_2,2
nor3b_1,6
a211oi_1,162
a21oi_1,26
xnor2_1,11
a22oi_1,12
nor2b_1,17
-- report_power, final --
group | switching, mW | leakage [nW] | internal, mW | total, mW
Combinational | 0.302 | 2.11 | 0.255 | 0.556
Clock | 0.336 | 0.401 | 0.516 | 0.852
Sequential | 0.0372 | 1.83 | 0.874 | 0.911
Total | 0.675 | 4.35 | 1.64 | 2.32
-- sequential cells by signal, indices dropped and copies added (netlist names) --
| signal | flops |
|---|---|
| uc_queue.queue.entry_r | 160 |
| uc_queue.queue.qout_r | 10 |
| curr_state | 4 |
| engmask_r | 16 |
| uc_queue.queue.head_r | 5 |
| conflict_detect | 9 |
| conflict_table_r | 18 |
| uc_queue.queue.tail_r | 5 |
-- cells by family (layout without fill, tap and decap cells) --
kind of cell    count (synthesis)  after routing  share of synthesized area, %
simple gates                  391            391                          17.5
compound gates                259            259                          18.1
flops                         227            227                          42.2
buf+inv                       113            189                          4.30
mux                            78             78                          13.3
xor+xnor                       23             23                          1.87
fa+ha+maj                      22             22                          2.63
-- worst min-delay path by stage --
| stage | to | slack [ns] |
|---|---|---|
| 4_1_cts | conflict_table_r[7]$_SDFF_PP0_ | 0.45 |
| 5_1_grt | conflict_table_r[15]$_SDFF_PP0_ | 0.46 |
| 6_report | conflict_table_r[3]$_SDFF_PP0_ | 0.45 |
-- worst max-delay path, cell delays in order --
cell	delay [ns]
clkdlybuf4s50_1	0.48
mux2i_1	0.17
buf_4	0.26
ha_1	0.37
nor2b_1	0.29
nand3b_1	0.13
and4_1	0.24
nor2_1	0.15
inv_1	0.06
ha_1	0.33
a21o_1	0.20
a21oi_1	0.16
inv_1	0.06
a21oi_1	0.16
o21ai_0	0.13
ha_1	0.36
nand3_1	0.12
mux2i_4	0.33
nor4b_4	0.36
a41o_1	0.24
nor2b_1	0.12
-- metal layers --
metal | routed length (µm) | vias up | GRT usage, %
met1 | 13500 | 4059 | 24.4
met2 | 12500 | 183 | 24.5
li1 | - | 4239 | -
met4 | 376 | 0 | 2.05
met5 | 0 | - | 0
met3 | 1380 | 29 | 2.32
-- final cells by class --
cell class / count / area, µm² / share of cell area, %
well taps: 461 / 577 / 4.45
multi-input cells: 773 / 5770 / 44.5
flip-flops and latches: 227 / 4550 / 35.1
clock inverters: 6 / 101 / 0.782
inverters: 19 / 71.3 / 0.550
repair buffers: 128 / 1180 / 9.14
clock buffers: 36 / 716 / 5.52
-- metrics by stage --
stage	std cells	setup WS [ns]	hold WS, ns	utilization [%]
floorplan	1113	4.44	0.424	-
global placement	1608	3.79	0.435	34.3
detailed placement	1608	3.72	0.436	34.3
CTS	1650	4.23	0.449	36.6
global route	1650	3.75	0.458	36.6
finish	1650	4.20	0.448	36.6
No activity file was given, so power comes from the tool's default toggle rates.
